### /design/flow/run.sh
#!/bin/bash
# OpenROAD 26Q1-2900-gdf79404cd8, Yosys 0.63+post, stock flow scripts
make -C /OpenROAD-flow-scripts/flow DESIGN_CONFIG=/design/flow/config.mk WORK_HOME=/design/flow/orfs finish
### /design/flow/config.mk
export PLATFORM = sky130hd
export DESIGN_NAME = ram32
export DESIGN_NICKNAME = ram32
export VERILOG_FILES = /design/flow/design.v
export SDC_FILE = /design/flow/constraint.sdc
export NUM_CORES = 4
export LEC_CHECK = 1
export CORE_UTILIZATION = 30
export SYNTH_MEMORY_MAX_BITS = 65536
### /design/flow/constraint.sdc
current_design ram32

set clk_period 33.6
set clk_io_pct 0.2

create_clock -name clk0 -period $clk_period [get_ports {clk}]

set non_clock_inputs [all_inputs -no_clocks]
set_input_delay [expr $clk_period * $clk_io_pct] -clock clk0 $non_clock_inputs
set_output_delay [expr $clk_period * $clk_io_pct] -clock clk0 [all_outputs]
### /design/flow/design.v
module ram32 #(
    parameter RAM_SIZE = 256*4,
    parameter INITIAL_FILE = "",
    localparam RAM_ADDR_BITS = $clog2(RAM_SIZE/4)
) (
    input logic clk,
    input logic resetn,
    input logic [RAM_ADDR_BITS-1:0] addr,
    input logic         ce,
    input logic         we,
    input logic [31:0]  data_in,
    output logic [31:0] data_out
);
logic [31:0] mem [0:RAM_SIZE/4-1];  
always_ff @(posedge clk) begin
    if( !resetn ) begin
        data_out <= 0;
    end
    else if(ce) begin
        data_out <= we ? data_in : mem[addr];
    end
end
always_ff @(posedge clk) begin
    if( we ) begin
        mem[addr] <= data_in;
    end
end
initial if(|INITIAL_FILE) $readmemh(INITIAL_FILE, mem);
endmodule
==> flow_summary.yaml <==
# implementation run metrics
final_timing:
  slew_violations: 0
  hold_viol_final: 0
  slew_headroom_pct: 0.920
  rsz0062_at_grt: "no"
  tns_ns: 0
  setup_viol_count_final: 0
  tightest_slew_ns: 1.47
  period_needed_ns: 12.58
  period_used_pct: 37.4
  max_freq_ghz: 0.0795
  clock_skew_ns: 0.0805
drt:
  dr.pass1.iters: 8
  finalWirelength_um: 914000
  avgViaCountPerCell: 5.20
  ant_nets: 0
  num_vias: 148166
  drc: 0
  drt_first_iter_violations: 10780
  wl_per_cell_um: 32.1
power:
  ir_drop_v: 0.0000544
  pwr-share-comb_pct: 5.0
  cellPowerDensity_nw_per_um2: 58.7
  p_leak_nw: 109
  seq_power_share_pct: 53.4
  internal_power_mw: 16.6
  pwr-share-clk_pct: 41.7
  netSwitchingFraction_pct: 21.7
  switching_power_mw: 4.61
  p_total_mw: 21.2
global_route:
  grt_pass1_vias: 163956
  grt.met2_usage_pct: 27.3
  use_met1_pct: 17.9
  use_met3_pct: 18.0
  grt_max_degree: 104
  grt_pass1_wl_um: 1270000
  overflow: 0
  grt.busiest_layer: "met2"
  antenna_found_initial: 63
  grt.total_usage_pct: 18.8
synth:
  synth_top_flop_cell: "edfxtp_1"
  synthCells: 13177
  ys_chip_area_um2: 311000
  edf_count: 8192
  synthDistinctLibCells: 53
  post_synth.cell_area_avg_um2: 23.6
  syn-cell-area_um2: 311000
  yosys.stat.seqShare_pct: 79.3
  yosysWarnings: 1
  async_flop_share_pct: 0
  ys_cells: 13177
  synth_flops: 8224
place:
  port_buffers: 75
  dpl-instance-area_um2: 335000
  place.gp.congestion: 0.884
  dp_hpwl_um: 533000
final_layout:
  nFillCells: 93051
  stdcell_area_um2: 361000
  final_cell_mix: "edfxtp_1, mux4_2, buf_4"
  layout_top_cell: "edfxtp_1"
  seqCellArea_um2: 247000
  area_delta_synth_final_pct: 16.2
  comb_area_um2: 63700
  drive_above_1_share_pct: 30.6
die:
  io_pins: 76
  core-area_um2: 1030000
  die-area_um2: 1040000
  fp_util_pct: 30.1
  die_height_um: 1020
  num_rows: 373
  chipWidth_um: 1020
clock_tree:
  cts-buffers-inserted: 811
  cts-root-buf: "clkbuf_16"
  htreeDepth: 6
  post_cts_resized: 0
  post_cts_buffers: 0
  clock-sinks: 8224
  clk_pin_slew_ns: 0.06
  holdBufCountCts: 0
  worstSkewPairLatency_ns: 1.22
  cts_tree: "done"
  clk_path_buf_depth: 4
critical_path:
  crit_slowest_cell: "o41ai_1"
  cp-end-kind: "flip-flop"
  cp_data_arrival_time_ns: 13.58
  startpoint_type: "input port"
  crit_fanout: 66
  crit_type: "in2reg"
  cpPeakStageDelay_ns: 1.06
  crit_top_cell: "buf_4"
  crit_path_cell_trace: "buf_16 -> buf_4 -> buf_12 -> buf_4 -> buf_4 -> buf_4 -> buf_4 -> mux4_2 -> a22oi_1 -> a21oi_1 -> o41ai_1 -> a41oi_1 -> a21oi_1 -> a21oi_1"
  cp.required_ns: 34.60
status:
  violations: "max-capacitance violations"
  run_status: "complete, but fails checks"
flow_run:
  maxCapViolCount: 1
  tool_warnings: 31
min_path:
  min_path_type: "reg2reg"
sequential cells by signal (all words and copies together), names as in the netlist:
| signal | cells |
|---|---|
| data_out | 32 |
| mem | 8192 |
cell usage after synthesis (all sizes together) (2+ instances only):
cell type | count | area [um2]
o311ai | 2 | 17.5
nand3 | 32 | 160
a22oi | 779 | 5850
nor2 | 232 | 871
or3 | 3 | 18.8
and3 | 2 | 12.5
a31oi | 6 | 37.5
edfxtp | 8192 | 246000
dfxtp | 32 | 641
a211oi | 6 | 45.0
a221oi | 6 | 52.6
buf | 356 | 1820
a32oi | 18 | 158
clkbuf | 450 | 1690
a21oi | 458 | 2290
a311oi | 3 | 26.3
nand2 | 87 | 327
nor4 | 2 | 12.5
nor3 | 56 | 280
or4 | 3 | 22.5
mux4 | 2123 | 47800
o221ai | 9 | 78.8
o21ai | 33 | 165
mux2 | 2 | 22.5
nand4bb | 2 | 22.5
o211ai | 10 | 75.1
and2 | 6 | 37.5
nand4 | 5 | 31.3
nor2b | 14 | 87.6
a32o | 2 | 20.0
o41ai | 96 | 841
nand2b | 6 | 37.5
a22o | 6 | 52.6
a2111oi | 9 | 78.8
a41oi | 24 | 210
inv | 5 | 18.8
or2 | 5 | 31.3
mux2i | 83 | 831
o22ai | 2 | 12.5
final timing paths:
| path | from | to | slack (ns) | cells after the start |
|---|---|---|---|---|
| min | data_out[23] | data_out[23] | 0.66 | 2 |
| min reg2reg | data_out[23] | data_out[23] | 0.66 | 2 |
| max reg2reg | mem[251][13] | data_out[13] | 29.87 | 8 |
| max | addr[0] | data_out[26] | 21.02 | 14 |
power groups by stage:
stage	sequential, mW	clock, mW	combinational (mW)
after CTS	11.3	8.96	1.06
after global routing	11.3	9.34	1.12
final	11.3	8.84	1.06
cell type report:
cell class	count	area share [%]
clock buffers	999	5.86
flip-flops and latches	8224	68.3
multi-input cells	4142	17.6
repair buffers	933	2.13
inverters	5	0.00589
clock inverters	498	1.29
well taps	13687	4.74
diodes	31	0.0215
through the flow:
step	hold WS [ns]	instances	setup slack, ns	util [%]
final	0.659	28519	21.02	35.0
after global routing	0.708	28501	20.47	35.0
after CTS	0.713	28488	20.83	35.0
after detailed placement	0.682	26991	19.59	32.5
after global placement	0.729	26970	18.67	32.4
after floorplan	0.467	13177	22.43	-
metal layers:
metal / vias up / routed length [um]
met3: 1794 / 192000
li1: 59253 / -
met4: 90 / 48800
met1: 75289 / 254000
met2: 11740 / 418000
met5: - / 2500
critical path: cells and delay by family:
| kind | cells | cell delay, ns |
|---|---|---|
| buf+inv | 7 | 3.74 |
| mux | 1 | 0.57 |
| compound gates | 6 | 2.26 |
cell families (layout without fill, tap and decap cells):
kind of cell	count (synthesis)	after routing	synth area share, %
AND/OR/NAND/NOR	458	458	0.636
AND-OR/OR-AND	1476	1476	3.24
other	0	31	0
multiplexers	2208	2208	15.7
flip-flops	8224	8224	79.3
buffers and inverters	811	2435	1.14
Power and IR drop assume default switching activity.
